File: run.sh
#!/bin/bash
# OpenROAD 26Q1-2900-gdf79404cd8, Yosys 0.63+post, stock flow scripts
make -C /OpenROAD-flow-scripts/flow DESIGN_CONFIG=/design/flow/config.mk WORK_HOME=/design/flow/orfs finish
File: config.mk
export PLATFORM = sky130hd
export DESIGN_NAME = CLOCK_10Khz
export DESIGN_NICKNAME = CLOCK_10Khz
export VERILOG_FILES = /design/flow/design.v
export SDC_FILE = /design/flow/constraint.sdc
export NUM_CORES = 4
export LEC_CHECK = 1
export CORE_AREA = 10 10 78 78
export DIE_AREA = 0 0 88 88
File: constraint.sdc
current_design CLOCK_10Khz

set clk_period 2.6
set clk_io_pct 0.2

create_clock -name clk0 -period $clk_period [get_ports {clock_in}]

set non_clock_inputs [all_inputs -no_clocks]
set_input_delay [expr $clk_period * $clk_io_pct] -clock clk0 $non_clock_inputs
set_output_delay [expr $clk_period * $clk_io_pct] -clock clk0 [all_outputs]
File: design.v
`timescale 1ns / 1ps
module CLOCK_10Khz(clock_in,clock_out
    );
	input clock_in;  
	output reg clock_out;  
	reg[24:0] counter=25'd0;
	parameter DIVISOR = 25'd2000;
	always @(posedge clock_in)
	begin
	 counter <= counter + 25'd1;
	 if(counter>=(DIVISOR-1))
	  counter <= 25'd0;
	 clock_out <= (counter<DIVISOR/2)?1'b1:1'b0;
	end
endmodule
==> GITHUB_STEP_SUMMARY <==
## Synthesis and layout report

| Metric | Value |
|---|---|
| Met3 GRT Util | 1.59% |
| # Cells Yosys | 80 |
| Share of cells above drive strength 1 | 14.3% |
| Yosys synthesis chip area | 908 um2 |
| Chip height | 88 um |
| Crit path max fanout | 8 |
| RSZ-0062 raised after global routing | false |
| Minimum clock period | 1910 ps |
| Unique cell type count in the Yosys netlist | 28 |
| Initial Utilization | 20.6% |
| Post-synth top area cell | dfxtp_1 |
| Fmax | 524 MHz |
| Largest net degree at the start of global routing | 16 |
| Dominant logic cell types in the final layout | 26 x dfxtp_1, 14 x conb_1, 8 x nor4_1 |
| Count of library flops with an enable pin | 0 |
| DRC violation count after routing | 0 |
| MaxCap Viol Count | 0 |
| Ys flops | 26 |
| Avg Cell Area, Syn | 11.4 um2 |
| Worst hold-check path type | reg -> reg |
| Yosys warning tally | 1 |
| CTS tree | done |
| Core Region | 4410 um2 |
| Diode count | 0 |
| Final core utilization | 25.3% |
| Latency at later pin | 270 ps |
| Num rows | 24 |
| Cell Chain, Critical Path | ha_1 > nand3_2 > nor4b_2 > buf_4 > a2111oi_0 |
| Power Total | 0.742 mW |
| Final wirelength | 1530 um |
| Share of the synthesized area in the top cell type | 57.3% |
| Buffers added on ports | 1 |
| Count of tool warnings | 25 |
| Post-route ant nets | 0 |
| First-pass GRT wire length | 2820 um |
| Mux area share | 0% |
| Clock Skew | 4.47 ps |
| H-tree Lvls | 1 |
| Root Driver | clkbuf_8 |
| Nature of the critical path startpoint | flip-flop |
| Gp weighted congestion | 0.849 |
| Critical path required time | 2730 ps |
| Sink count of the clock tree | 26 |
| Fin. Hold Viols | 0 |
| Basic Gates by Area | 20.0% |
| Status | finished, final reports clean |
| Most Used Layer, Global Route | met2 |
| GRT Overall Usage | 4.32% |
| Met2 usage | 6.94% |
| Post-Syn Instances | 80 |
| CP Buf/Inv Count | 1 |
| Pwr per Cell Area | 664 nW/um2 |
| Mapped cell area | 908 um2 |
| Fill cell count | 439 |
| CP Class | reg -> reg |
| Hold-fix buffers at CTS | 0 |
| Asr flop ratio synth | 0% |
| CTS Buf Count | 3 |
| Die Area | 7740 um2 |
| Slew margin rel. | 56.8% |
| Xor+xnor area frac | 2.89% |
| Adders+Majority by Area | 1.38% |
| Initial antenna violation count | 0 |
| Max VDD drop | 439 uV |
| CP max stage delay | 610 ps |
| Post-DR wirelength/cell | 10.2 um |
| Crit. End Element | flip-flop |
| Cts repair resizes | 0 |
| Initial DRC Count | 73 |
| Final tally of setup violations | 0 |
| Synth Seq Share | 57.3% |
| Met1 usage | 5.51% |
| Slowest CP cell | nor4b_2 |
| HPWL Detailed | 1090 um |
| First-pass iteration count of the detailed router | 4 |
| Sum Neg Setup Slack | 0 ps |
| I/O Pins | 2 |
| Die span in x | 88 um |
| Vias | 628 |
| Clk slew on worst S/H paths | 90 ps |
| Worst slew pin tran | 646 ps |
| Ao+oa area frac | 15.3% |
| Grt total ovfl | 0 |
| Fin. max-slew vios | 0 |
| CP delay by family, top | simple AND/OR/NAND/NOR gates |
| P&R area growth vs syn | 23.1% |
| # Post-CTS Setup Buffers | 0 |
| Leak Pwr | 0.362 nW |
| Final Cycle Share | 73.3% |
| Clock tree buffer depth | 2 |
| Top post-synthesis cells by area | dfxtp_1 57%, nor4_1 5.5%, a2111oi_2 3.3% |
| Comb area leader | simple AND/OR/NAND/NOR gates |
| Number of global-route vias before repair | 655 |
| Synth Flop Type | dfxtp_1 |
| Via/cell ratio | 4.19 |
| Critical Path AT | 2030 ps |
| Commonest Layout Cell | dfxtp_1 |
-- path summary, 6_finish.rpt --
check	cells after the start	slack (ps)	to	startpoint
worst min-delay path	1	480	clock_out	counter[10]
worst max register to register	5	690	counter[6]	counter[0]
worst max-delay path	5	690	counter[6]	counter[0]
worst min register to register	1	480	clock_out	counter[10]
-- cell type report --
cell class                 count  area (um2)  area share, %
inverter                       3        11.3           1.01
timing repair buffer           4        32.5           2.91
sequential                    26         520           46.5
clock buffer                   3        41.3           3.69
clock inverter                 1        30.0           2.68
tap                           52        65.1           5.82
multi-input combinational     61         418           37.4
-- logic make-up (layout without fill, tap and decap cells) --
family / Yosys count / in the layout
AOI/OAI and AO/OA: 14 / 14
xor gates and xnor gates: 3 / 3
adders and majority gates: 1 / 1
buffers and inverters: 6 / 11
DFF: 26 / 26
other: 1 / 14
and+or+nand+nor: 29 / 29
-- per-stage QoR --
step	worst slack (ps)	area, um2	instances	hold WS [ps]
3_5_place_dp	713	1050	146	463
3_3_place_gp	834	1050	146	457
4_1_cts	715	1120	150	477
6_report	693	1120	150	477
5_1_grt	549	1120	150	543
2_1_floorplan	980	957	93	436
-- registers in the layout (all words and copies together), names as in the netlist --
| register | count |
|---|---|
| counter | 25 |
| clock_out | 1 |
-- per-layer routing --
| layer | vias to the layer above | wire length, um |
|---|---|---|
| li1 | 326 | - |
| met1 | 293 | 736 |
| met2 | 7 | 707 |
| met3 | 2 | 72 |
| met4 | 0 | 11 |
| met5 | - | 0 |
-- cell usage after synthesis (all sizes together) (2+ instances only) --
master and count:
o31ai 3, nor2 3, inv 3, o21ai 3, dfxtp 26, or3 3
nand3 4, nand2 3, nor4 8, or4 3, a2111oi 6, xnor2 2
buf 2, nand4 3
-- where the power goes --
group	internal [mW]	switching, mW	total [mW]
combinational	0.000775	0.00240	0.00317
sequential	0.409	0.00298	0.412
clock	0.206	0.121	0.327
total	0.616	0.126	0.742
Power is estimated from default activity; no workload was simulated.
