==> design/flow/design.v <==
`timescale 1ns / 1ps
module CLOCK_20Khz(clock_in,clock_out
    );
	input clock_in;  
	output reg clock_out;  
	reg[24:0] counter=25'd0;
	parameter DIVISOR = 25'd1000;
	always @(posedge clock_in)
	begin
	 counter <= counter + 25'd1;
	 if(counter>=(DIVISOR-1))
	  counter <= 25'd0;
	 clock_out <= (counter<DIVISOR/2)?1'b1:1'b0;
	end
endmodule
==> design/flow/run.sh <==
#!/bin/bash
# OpenROAD 26Q1-2900-gdf79404cd8, Yosys 0.63+post, stock flow scripts
make -C /OpenROAD-flow-scripts/flow DESIGN_CONFIG=/design/flow/config.mk WORK_HOME=/design/flow/orfs finish
==> design/flow/config.mk <==
export PLATFORM = sky130hd
export DESIGN_NAME = CLOCK_20Khz
export DESIGN_NICKNAME = CLOCK_20Khz
export VERILOG_FILES = /design/flow/design.v
export SDC_FILE = /design/flow/constraint.sdc
export NUM_CORES = 4
export LEC_CHECK = 1
export CORE_AREA = 10 10 85 85
export DIE_AREA = 0 0 95 95
==> design/flow/constraint.sdc <==
current_design CLOCK_20Khz

set clk_period 3.1
set clk_io_pct 0.2

create_clock -name clk0 -period $clk_period [get_ports {clock_in}]

set non_clock_inputs [all_inputs -no_clocks]
set_input_delay [expr $clk_period * $clk_io_pct] -clock clk0 $non_clock_inputs
set_output_delay [expr $clk_period * $clk_io_pct] -clock clk0 [all_outputs]
==> impl_metrics.env <==
# flow metrics
export IMPL_antenna_found_initial=0
export IMPL_fp_row_count=27
export IMPL_ys_seq_share_pct=59.94
export IMPL_grt_setup_unrepaired="no"
export IMPL_cts_tree="done"
export IMPL_ant_nets=0
export IMPL_total_leakage_power_nw=0.3783
export IMPL_synth_cell_types=26
export IMPL_postSynthAreaPerCell_sq_um=11.43
export IMPL_first_pass_iters=4
export IMPL_syn_area_sq_um=868.3
export IMPL_critPathArrivalTime_ns=1.05
export IMPL_min_period_over_period_pct=53.72
export IMPL_topCellsByArea="dfxtp_1, a221oi_2, a221oi_1, a211oi_1, o31ai_1"
export IMPL_crit_fanout=1
export IMPL_finalSetupViolations=0
export IMPL_cts_buffer_depth=2
export IMPL_syn_instance_count=76
export IMPL_critPathLaunchType="flop"
export IMPL_yosysTopAreaCellShare_pct=59.94
export IMPL_cts_hold_buf=0
export IMPL_drv_slew=0
export IMPL_p_per_area_nw_per_um2=570.4
export IMPL_drtIter0Drc=31
export IMPL_chipArea_sq_um=9025
export IMPL_cts_max_level=1
export IMPL_grt_pass1_vias=568
export IMPL_final_layout_size_suffix_gt1_share_pct=11.70
export IMPL_cp_end_kind="primary output"
export IMPL_relSlewSlack_pct=63.46
export IMPL_vias_per_cell=3.428
export IMPL_hold_viol=0
export IMPL_worstSetupPathType="flop to primary output"
export IMPL_grt_max_degree=16
export IMPL_grt_pass1_wl_mm=2.546
export IMPL_die_h_microns=95
export IMPL_max_freq_mhz=600.5
export IMPL_grt_usage_pct=3.311
export IMPL_clock_latency_ns=0.27
export IMPL_cts_root_buf="clkbuf_8"
export IMPL_core_sq_um=5473
export IMPL_cts_buffers_inserted=3
export IMPL_numSynthFlops=26
export IMPL_clock_sinks=26
export IMPL_area_growth_pct=25.36
export IMPL_routedWlPerCell_microns=8.030
export IMPL_place_hpwl_microns=905
export IMPL_clk_pin_slew_ns=0.09
export IMPL_final_util_pct=19.89
export IMPL_crit_required_ns=2.48
export IMPL_path_delay_family="buffers and inverters"
export IMPL_n_antenna_cell=0
export IMPL_tightest_slew_ns=0.5465
export IMPL_pin_count=2
export IMPL_ir_drop_mv=0.2562
export IMPL_cp_cell_sequence="clkdlybuf4s50_1"
export IMPL_drc=0
export IMPL_ys_warn_count=1
export IMPL_yosys_area_top_type="dfxtp_1"
export IMPL_tool_warnings=25
export IMPL_vias=569
export IMPL_grt_overflow=0
export IMPL_fp_dieW_microns=95
export IMPL_ys_cells=76
export IMPL_io_buffers=1
export IMPL_outcome="completed"
export IMPL_fp_util_pct=15.87
export IMPL_place_gp_congestion=0.8084
export IMPL_worst_clock_skew_ns=0.005450
export IMPL_drt_wl_total_mm=1.333
export IMPL_cp_slowest_cell="clkdlybuf4s50_1"
export IMPL_post_cts_buffers=0
export IMPL_crit_path_max_incr_delay_ns=0.46
export IMPL_cts_resized=0
export IMPL_synth_area_yosys_sq_um=868.3
export IMPL_hp_class="flop to flop"
export IMPL_setup_tns_ns=0
export IMPL_drv_cap=0
export IMPL_period_needed_ns=1.665
export IMPL_path_buffers=1
cells by family after synthesis:
kind of cell	after synthesis	share of synthesized area, %
other	1	0.4319
adder cells (fa/ha/maj)	1	1.441
buffers and inverters	4	1.729
flip-flops	26	59.94
AND/OR/NAND/NOR	23	15.99
AND-OR/OR-AND	19	18.44
XOR/XNOR	2	2.018
per-stage QoR:
step | instance area (sq um) | instances | hold slack, ns | power (mW) | setup slack (ns)
floorplan | 920.9 | 90 | 0.4743 | 0.3562 | 1.576
global placement | 1017 | 162 | 0.4856 | 0.3571 | 1.508
detailed placement | 1017 | 162 | 0.4979 | 0.3575 | 1.478
CTS | 1089 | 166 | 0.5109 | 0.6322 | 1.410
global route | 1089 | 166 | 0.5406 | 0.6482 | 1.268
finish | 1089 | 166 | 0.5113 | 0.6209 | 1.435
layout by cell type, fill, tap and decap left out, drive strengths merged, types with 2 or more instances in the layout:
| master | n |
|---|---|
| nand2 | 4 |
| nor4 | 3 |
| nand4 | 2 |
| or3 | 2 |
| inv | 3 |
| nand3 | 3 |
| nor2 | 2 |
| o21ai | 4 |
| dfxtp | 26 |
| clkbuf | 3 |
| xor2 | 2 |
| a221oi | 6 |
| a21o | 2 |
| conb | 15 |
| a211oi | 3 |
| o31ai | 3 |
| or4 | 3 |
| nor3 | 2 |
report_power, final:
group | leakage [nW] | switching, mW | internal [mW] | total [mW]
sequential | 0.215 | 0.00242 | 0.344 | 0.347
clock | 0.0357 | 0.0992 | 0.173 | 0.272
combinational | 0.127 | 0.00202 | 0.000669 | 0.00269
total | 0.378 | 0.104 | 0.517 | 0.621
synth_stat cells, drive strengths merged:
| cell | count |
|---|---|
| o311ai | 1 |
| nor4 | 3 |
| o31ai | 3 |
| or2 | 1 |
| conb | 1 |
| a221oi | 6 |
| a21o | 2 |
| dfxtp | 26 |
| or4 | 3 |
| ha | 1 |
| nand3 | 3 |
| a211oi | 3 |
| inv | 3 |
| or3 | 2 |
| nor2 | 2 |
| nand2 | 4 |
| nand2b | 1 |
| xor2 | 2 |
| clkbuf | 1 |
| nor3 | 2 |
| o21ai | 4 |
| nand4 | 2 |
path summary, 6_finish.rpt:
kind,endpoint,from,slack (ns),cells past startpoint
worst max-delay path,clock_out,clock_out,1.43,1
worst min-delay path,counter[9],counter[9],0.51,2
worst max register to register,counter[8],counter[0],1.44,4
worst min register to register,counter[9],counter[9],0.51,2
final cells by class:
cell class                 count  area (sq um)
sequential                    26         520.5
inverter                       3         11.26
clock inverter                 1         30.03
timing repair buffer           1         10.01
clock buffer                   3         41.29
tap                           72         90.09
fill                         612          4384
multi-input combinational     60         385.4
metal layers:
metal	global-route usage (%)	vias up	routed length, microns
met2	4.863	6	569
met3	0.8013	0	48
met1	4.919	252	714
li1	-	311	-
met5	0	-	0
met4	0.4988	0	0
sequential cells by signal, summed over array words and instances, names as in the netlist:
name	flops
clock_out	1
counter	25
Power figures rest on the tool's default switching activity, not on a simulated workload.
