==> design/flow/design.v <==
`timescale 1ns / 1ps
module CLOCK_1hz(clock_in,clock_out
    );
	input clock_in;  
	output reg clock_out;  
	reg[24:0] counter=25'd0;
	parameter DIVISOR = 25'd20000000;
	always @(posedge clock_in)
	begin
	 counter <= counter + 25'd1;
	 if(counter>=(DIVISOR-1))
	  counter <= 25'd0;
	 clock_out <= (counter<DIVISOR/2)?1'b1:1'b0;
	end
endmodule
==> design/flow/run.sh <==
#!/bin/bash
# OpenROAD 26Q1-2900-gdf79404cd8, Yosys 0.63+post, stock flow scripts
make -C /OpenROAD-flow-scripts/flow DESIGN_CONFIG=/design/flow/config.mk WORK_HOME=/design/flow/orfs finish
==> design/flow/config.mk <==
export PLATFORM = sky130hd
export DESIGN_NAME = CLOCK_1hz
export DESIGN_NICKNAME = CLOCK_1hz
export VERILOG_FILES = /design/flow/design.v
export SDC_FILE = /design/flow/constraint.sdc
export NUM_CORES = 4
export LEC_CHECK = 1
export CORE_AREA = 10 10 89 89
export DIE_AREA = 0 0 99 99
==> design/flow/constraint.sdc <==
current_design CLOCK_1hz

set clk_period 5.2
set clk_io_pct 0.2

create_clock -name clk0 -period $clk_period [get_ports {clock_in}]

set non_clock_inputs [all_inputs -no_clocks]
set_input_delay [expr $clk_period * $clk_io_pct] -clock clk0 $non_clock_inputs
set_output_delay [expr $clk_period * $clk_io_pct] -clock clk0 [all_outputs]
==> results.tsv <==
metric	value	unit
outcome	completed	
CTS tree	built	
largest net degree at the start of global routing	26	
Top cell area share	38.4	%
max frequency	481	MHz
share of cells above drive strength 1	10.6	%
CP startpoint kind	register	
Min Clock Period, post-route	2.08	ns
vias in the first global route	1031	
# Cells Yosys	153	
CTS clk-pin slew, worst paths	0.09	ns
Crit path max-delay family	buffers and inverters	
Post-synth EDFFs	0	
Core ar.	0.00599	mm²
GR Util met2	8.62	%
final worst setup slack	3.12	ns
hold_sp	counter[0]	
Die Area	0.00980	mm²
endpoints failing hold	0	
relative slew slack	60.4	%
synth unique cells	38	
Clock Sinks	26	
ant diodes	0	
crit-path max FO	1	
register-to-register setup slack	3.15	ns
CP Buf/Inv Count	1	
Reg-to-Reg End	counter[24]	
H-tree depth	1	
Post-Route WL	2.72	mm
min-delay worst type	reg2reg	
drc violations	0	
Worst Setup End Kind	output port	
chip area line of the yosys report	0.00136	mm²
setup TNS	0	ns
Mapped Cells	153	
Clock Path Buffers	2	
gr busiest metal	met2	
Finish-stage setup viols	0	
unrepaired setup endpoints after global routing	no	
Avg WL per Cell	12.0	µm
delay of the slowest critical-path stage	0.45	ns
postcts setup bufs	0	
Synth Seq Share	38.4	%
detailed placement HPWL	1.80	mm
P&R area growth vs syn	9.32	%
fillers	640	
CTS buffer count	3	
skew final	0.00565	ns
critical path data arrival time	1.04	ns
Clock Tree Root	clkbuf_8	
Post-Syn Area	0.00136	mm²
initial antenna violation count	0	
CP Cell Sequence	clkdlybuf4s50_1	
worst r2r path cells	5	
post_cts resized	0	
Rows	28	
CP required	4.16	ns
ys async rst share	0	%
Static Leak	0.551	nW
grt ovf	0	
register bit total from synthesis	26	
Pwr Density	212	mW/mm²
largest area contributor in the netlist	dfxtp_1	
reg2reg start	counter[0]	
met1 Use GR	7.35	%
worst-margin pin slew	0.595	ns
dominant register cell	dfxtp_1	
floorplan core density	22.6	%
Die Span X	99	µm
ANT nets after route	0	
GP Congestion	0.859	
Tcrit/Tclk final	39.9	%
critical path class	reg2out	
worst slack at placement	3.16	ns
Worst Hold End	counter[0]	
CP max-delay cell	clkdlybuf4s50_1	
Synth Warn #	1	
global-route wire length before repair	4.66	mm
die height	99	µm
hold-fix buffers at CTS	0	
max_cap viols	0	
Pre-antenna DRT Iters	4	
worst-skew pair later-pin latency	0.27	ns
top cells by area	dfxtp_1, nor3_1, xnor2_1	
worst hold stages	1	
Tool Warnings	25	
vias per cell	4.98	
vias	1125	
met3 Usage GRT	1.55	%
Max VDD drop	146	µV
Max Slew Vio Count	0	
io pins	2	
crit path from	clock_out	
Avg Inst Size Synth	8.86	µm²
DR iter-0 viols	80	
# port buffers	1	
GRT Overall Usage	5.41	%
power by group:
group / switching (mW) / internal [mW] / leakage (nW)
combinational: 0 / 0 / 0.320
clock: 0.0631 / 0.0519 / 0.0216
sequential: 0 / 0.199 / 0.209
layout make-up:
type,count,area (µm²),share of cell area (%)
Inverter,4,15.0,1.01
Sequential cell,26,520,35.1
Multi-Input combinational cell,115,787,53.1
Tap cell,75,93.8,6.33
Timing Repair Buffer,3,25.0,1.69
Clock buffer,3,41.3,2.78
logic make-up (layout without fill, tap and decap cells):
group / Yosys count / in the layout / synth area share, %
compound gates: 36 / 36 / 19.6
flops: 26 / 26 / 38.4
simple gates: 67 / 67 / 30.0
fa+ha+maj: 1 / 1 / 0.922
xor+xnor: 11 / 11 / 7.10
buf+inv: 12 / 10 / 4.06
cells in the mapped netlist (2+ instances only):
library cell and instances:
a211oi_1 5, a21oi_1 6, nor3_1 14, or4_4 2, xor2_1 4, xnor2_1 7
nor4_1 2, a211oi_2 4, clkbuf_1 5, and4_1 3, or3_1 9, o31ai_1 6
o21ai_0 7, buf_2 2, nor2_1 3, nand4_1 7, inv_1 4, nand3_1 6
nand2_1 8, dfxtp_1 26, or4_1 5, and2_1 2
per-layer routing:
layer / wire (µm) / part of all wire [%]
met1: 1390 / 51
met2: 1230 / 45
met3: 92 / 3.4
met4: 0 / 0
met5: 0 / 0
worst max-delay path by stage:
stage | end | slack (ns) | cells after the start
CTS | clock_out | 3.11 | 1
finish | clock_out | 3.12 | 1
global route | counter[24] | 3.04 | 5
sequential cells by signal (all words and copies together), names as in the netlist:
name,cells
clock_out,1
counter,25
per-stage QoR:
step	instance area [µm²]	utilization [%]	total power, mW	instances	hold slack [ns]
2_1_floorplan	1360	-	0.204	153	0.447
3_3_place_gp	1440	24.1	0.204	223	0.457
3_5_place_dp	1440	24.1	0.204	223	0.471
4_1_cts	1480	24.7	0.317	226	0.485
5_1_grt	1480	24.7	0.325	226	0.541
6_report	1480	24.7	0.314	226	0.486
placed cells by master, fill, tap and decap left out, types with 2 or more instances in the layout:
cell	count
a211oi_1	5
a211oi_2	4
a21oi_1	6
and2_1	2
and4_1	3
buf_4	2
clkbuf_8	3
dfxtp_1	26
inv_1	4
nand2_1	8
nand3_1	6
nand4_1	7
nor2_1	3
nor3_1	14
nor4_1	2
o21ai_0	7
o31ai_1	6
or3_1	9
or4_1	5
or4_4	2
xnor2_1	7
xor2_1	4
Power figures rest on the tool's default switching activity, not on a simulated workload.
